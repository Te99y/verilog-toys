==> flow/design.v <==
module Adder_Subtractor(a, b, select, out, overflow);
input  [3:0] a, b;
input        select;
output [3:0] out;
output       overflow;
assign {overflow, out} = select ? a+b : (a - b);
endmodule 
==> flow/run.sh <==
#!/bin/bash
# OpenROAD 26Q1-2900-gdf79404cd8, Yosys 0.63+post, stock flow scripts
make -C /OpenROAD-flow-scripts/flow DESIGN_CONFIG=/design/flow/config.mk WORK_HOME=/design/flow/orfs finish
==> flow/config.mk <==
export PLATFORM = sky130hd
export DESIGN_NAME = Adder_Subtractor
export DESIGN_NICKNAME = Adder_Subtractor
export VERILOG_FILES = /design/flow/design.v
export SDC_FILE = /design/flow/constraint.sdc
export NUM_CORES = 4
export LEC_CHECK = 1
export CORE_AREA = 10 10 70 70
export DIE_AREA = 0 0 80 80
==> flow/constraint.sdc <==
current_design Adder_Subtractor

set clk_period 5.6
set clk_io_pct 0.2

create_clock -name clk0 -period $clk_period

set non_clock_inputs [all_inputs -no_clocks]
set_input_delay [expr $clk_period * $clk_io_pct] -clock clk0 $non_clock_inputs
set_output_delay [expr $clk_period * $clk_io_pct] -clock clk0 [all_outputs]
==> results.json <==
{
  "outcome": "completed",
  "cts.repair.resized": 0,
  "endpoint": "overflow",
  "main_area_contributors_after_synthesis": "sky130_fd_sc_hd__ha_1 (32%), sky130_fd_sc_hd__xor2_1 (13%), sky130_fd_sc_hd__fa_1 (10%)",
  "cts_setup_buffers": 0,
  "die_width_um": 80,
  "clockBufferCount": 0,
  "floorplan.io_pins": 14,
  "detailedRoute.firstIterationViolations": 2,
  "postRouteAntennaNets": 0,
  "timing_worst_setup_path_type": "input pin to output port",
  "final_design_area_no_fill_sq_um": 393,
  "diodes": 0,
  "p_sw_uw": 14.3,
  "postSynthAreaPerCell_sq_um": 8.49,
  "fin_setup_tns_ns": 0,
  "startpoint_type": "input pin",
  "timing.critical_path.fanout_max": 3,
  "via_per_inst": 2.41,
  "sequential_cell_area_sq_um": 0,
  "area_growth_syn_to_layout_pct": 101,
  "final_cell_mix": "sky130_fd_sc_hd__clkdlybuf4s50_1 (14), sky130_fd_sc_hd__ha_1 (5), sky130_fd_sc_hd__nor2_1 (3), sky130_fd_sc_hd__xor2_1 (3)",
  "pwr_cell_area_mw_per_mm2": 112,
  "cp_cell_sequence": "clkdlybuf4s50_1 > inv_1 > ha_1 > mux2_2 > fa_1 > a21o_1 > a21oi_2 > xnor2_1 > clkdlybuf4s50_1",
  "post_route_cells_drive_above_1_share_pct": 5.41,
  "grt_start_max_net_pins": 5,
  "achievable-frequency_mhz": 210,
  "switching_share_pct": 32.6,
  "required_ns": 4.48,
  "netlist.top_cell.by_area": "sky130_fd_sc_hd__ha_1",
  "final_layout_top_logic_cell": "sky130_fd_sc_hd__clkdlybuf4s50_1",
  "sequential_cell_total": 0,
  "setup_repair_after_global_routing_missed_its_margin": "no",
  "slew_violations": 0,
  "report.final.setup_viol": 0,
  "routedWlPerCell_um": 8.40,
  "final-hold-violation-count": 0,
  "dpl_cell_area_sq_um": 393,
  "final_weighted_congestion_in_routability_driven_placement": 0.759,
  "placementRows": 21,
  "synthCells": 23,
  "yosysTopAreaCellShare_pct": 32.1,
  "cp_num_cells": 9,
  "remaining_drc_errors": 0,
  "critical-path-top-cell-by-count": "sky130_fd_sc_hd__clkdlybuf4s50_1",
  "irDropWorstVdd_uv": 28.3,
  "grt_use_met2_pct": 4.09,
  "mappedNetlistArea_sq_um": 195,
  "grtUsageMet3_pct": 0.455,
  "grt-ovfl-total": 0,
  "grtUsageTotal_pct": 2.20,
  "total_leakage_power_uw": 0.000162,
  "post-route-min-period_ns": 4.76,
  "floorplan.core_area_sq_mm": 0.00342,
  "synth-seq-area-share_pct": 0,
  "number_of_warnings_the_tools_reported": 32,
  "worst_pin_slew_ns": 0.174,
  "vias": 200,
  "worstPathArrival_ns": 3.64,
  "number_of_warnings_reported_in_the_yosys_synthesis_log": 0,
  "detail_route.wirelength_um": 697,
  "worst_hold_path_type": "input pin to output port",
  "seq_power_share_pct": 0,
  "ys_cells": 23,
  "post-route-period-util_pct": 85.0,
  "slowest_delay_ns": 0.50,
  "die-height_um": 80,
  "antenna_found_initial": 0,
  "internal-power_uw": 29.6,
  "yosysChipArea_sq_um": 195,
  "drtPass1Iterations": 2,
  "timing.critical_path.to_type": "output port",
  "io_port_bufs": 14,
  "cap_viol_max_count": 0,
  "clock_power_share_pct": 0,
  "m1_gr_usage_pct": 2.65,
  "yosys.cell_types.count": 11,
  "grt_pass1_wl_um": 1080,
  "worstSetupStartpoint": "b[0]",
  "cpLargestDelayFamily": "buffers and inverters",
  "postCtsHoldBufs": 0,
  "cp_num_buf_inv": 3,
  "gr-max-usage-layer": "met2",
  "combPwrFrac_pct": 100.0,
  "relSlewSlack_pct": 88.4,
  "dieArea_sq_mm": 0.00640,
  "grt_pass1_vias": 206,
  "filler_cell_count": 408,
  "critPathSlowestCell": "sky130_fd_sc_hd__clkdlybuf4s50_1",
  "floorplan.core_util_pct": 5.71
}
worst min path at each step:
stage         from  endpoint  slack, ns  depth (start not counted)
CTS           a[0]    out[0]       3.35                          3
finish        a[0]    out[0]       3.32                          3
global route  a[0]    out[0]       3.37                          3
power by group through the flow:
stage	Combinational, uW	Clock (uW)	Sequential (uW)
after CTS	46.0	0	0
after global routing	50.1	0	0
final	43.9	0	0
cells by family (layout without fill, tap and decap cells):
logic type	after synthesis	in the layout	share of synthesized area (%)
simple gates	4	4	8.33
buf+inv	2	16	3.85
mux	1	1	5.77
compound gates	5	5	17.3
fa+ha+maj	6	6	42.3
xor+xnor	5	5	22.4
final cells by class:
type | instances | area [sq um] | share of cell area (%)
Multi-Input combinational cell | 21 | 188 | 47.8
Tap cell | 46 | 57.6 | 14.6
Timing Repair Buffer | 14 | 140 | 35.7
Inverter | 2 | 7.51 | 1.91
worst min-delay path, stage by stage:
cell and delay (ns):
sky130_fd_sc_hd__clkdlybuf4s50_1 0.47, sky130_fd_sc_hd__ha_1 0.14, sky130_fd_sc_hd__clkdlybuf4s50_1 0.47
cells in the mapped netlist, drive strengths merged:
cell / instances
mux2: 1
fa: 1
inv: 2
xor2: 3
ha: 5
nor3: 1
a21o: 2
xnor2: 2
a21oi: 3
nor2: 3
stage by stage:
step           worst slack [ns]  hold WS [ns]  utilization, %  power, uW  cells
6_report                  0.839          3.32            11.5       43.9     83
5_1_grt                   0.691          3.37            11.5       50.1     83
4_1_cts                   0.800          3.35            11.5       46.0     83
3_5_place_dp              0.808          3.35            11.5       45.4     83
3_3_place_gp              0.820          3.34            11.5       45.6     83
2_1_floorplan              1.95          2.31               -       16.7     23
per-layer routing:
metal	vias up	routed length, um
li1	108	-
met1	87	276
met2	5	388
met3	0	32
met4	0	0
met5	-	0
Power is estimated from default activity; no workload was simulated.
