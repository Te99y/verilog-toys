==> flow/design.v <==
module Freq_divider(clk_50MHz, reset, clk_1Hz);
input  clk_50MHz, reset;
output reg clk_1Hz;
reg [31:0] cnt;
always@( posedge clk_50MHz or negedge reset ) begin
	if(!reset)
	begin 
		cnt <= 32'd0;
		clk_1Hz <= 1'b0;
	end
	else
	begin
		if(cnt == 32'd25000000)
		begin
			cnt <= 32'd0;
			clk_1Hz <= ~clk_1Hz;
		end
		else
		begin
			cnt <= cnt + 32'd1;
		end
	end
end
endmodule
module Seven_displayer( binary_out, hex_out );
input      [3:0] binary_out;
output reg [6:0] hex_out;
always@( * ) begin
	case( binary_out )
		4'b 0000 : hex_out = 7'b1000000;
		4'b 0001 : hex_out = 7'b1111001;
		4'b 0010 : hex_out = 7'b0100100;
		4'b 0011 : hex_out = 7'b0110000;
		4'b 0100 : hex_out = 7'b0011001;
		4'b 0101 : hex_out = 7'b0010010;
		4'b 0110 : hex_out = 7'b0000010;
		4'b 0111 : hex_out = 7'b1011000;
		4'b 1000 : hex_out = 7'b0000000;
		4'b 1001 : hex_out = 7'b0010000;
		4'b 1010 : hex_out = 7'b0001000;
		4'b 1011 : hex_out = 7'b0000011;
		4'b 1100 : hex_out = 7'b1000110;
		4'b 1101 : hex_out = 7'b0100001;
		4'b 1110 : hex_out = 7'b0000110;
		4'b 1111 : hex_out = 7'b0001110;
		default  : hex_out = 7'b1000000;
	endcase
end
endmodule		
module In_counter( clk, in, reset, num_out );
input  clk, in, reset;
output reg [3:0] num_out;
always@( posedge clk or negedge reset )  begin
	if( !reset )
		num_out <= 4'd0;
	else
		begin
		if( in )   
			begin
			case( num_out )
				4'd3 : num_out <= 4'd1;
				4'd1 : num_out <= 4'd5;
				4'd5 : num_out <= 4'd4;
				4'd4 : num_out <= 4'd2;
				4'd2 : num_out <= 4'd0;
				default : num_out <= 4'd3;
			endcase
			end
		else       
			begin
			if( num_out == 4'd5)
				num_out <= 4'd0;
			else 
				num_out <= num_out + 4'd1;
			end
		end
end
endmodule 	
module Moore( FPGA_clock, reset, in, out );
input  FPGA_clock, reset, in;
output [6:0] out;
wire clk_1Hz;
wire [3:0] binary_out;
Freq_divider u_FreqDiv(.clk_50MHz(FPGA_clock), .reset(reset), .clk_1Hz(clk_1Hz));
In_counter u_counter(.clk(clk_1Hz), .in(in), .reset(reset), .num_out(binary_out));
Seven_displayer u_dispayer(.binary_out(binary_out), .hex_out(out));
endmodule 
==> flow/run.sh <==
#!/bin/bash
# OpenROAD 26Q1-2900-gdf79404cd8, Yosys 0.63+post, stock flow scripts
make -C /OpenROAD-flow-scripts/flow DESIGN_CONFIG=/design/flow/config.mk WORK_HOME=/design/flow/orfs finish
==> flow/config.mk <==
export PLATFORM = sky130hd
export DESIGN_NAME = Moore
export DESIGN_NICKNAME = Moore
export VERILOG_FILES = /design/flow/design.v
export SDC_FILE = /design/flow/constraint.sdc
export NUM_CORES = 4
export LEC_CHECK = 1
export CORE_AREA = 10 10 112 112
export DIE_AREA = 0 0 122 122
==> flow/constraint.sdc <==
current_design Moore

set clk_period 3.9
set clk_io_pct 0.2

create_clock -name clk0 -period $clk_period [get_ports {FPGA_clock}]

set non_clock_inputs [all_inputs -no_clocks]
set_input_delay [expr $clk_period * $clk_io_pct] -clock clk0 $non_clock_inputs
set_output_delay [expr $clk_period * $clk_io_pct] -clock clk0 [all_outputs]
==> impl_metrics.tcl <==
# place-and-route summary
set metrics [dict create \
    outcome "finished, final reports clean" \
    vias 1554 \
    skew_ns 0.00627 \
    gp_congestion 0.795 \
    end_kind "register" \
    floorplan.core_util_pct 20.6 \
    grt_setup_unrepaired "false" \
    sw_frac_of_total_pct 20.2 \
    drt_pass1_iterations 5 \
    min_to "u_FreqDiv.cnt[0]$_DFF_PN0_" \
    die_w_um 122 \
    synth-xor-area-share_pct 9.99 \
    drcViolationCount 0 \
    use_met2_pct 8.31 \
    crit_required_ns 4.11 \
    holdPathStages 1 \
    reg2reg_from "u_FreqDiv.cnt[0]$_DFF_PN0_" \
    cts_root_buf "clkbuf_8" \
    io_pins 10 \
    fp-row-count 37 \
    ys_sh_simple_pct 28.4 \
    grt_pass1_vias 1541 \
    hp-class "register to register" \
    numCtsBuffers 5 \
    synth_flops 37 \
    pwr-share-seq_pct 56.3 \
    mux_share_pct 2.02 \
    clk_pin_slew_worst_paths_ns 0.07 \
    grt_max_degree 38 \
    reg2reg_slack_ns 1.79 \
    grt_use_met3_pct 1.17 \
    p_int_mw 0.485 \
    synth-edff-count 0 \
    avgRoutedWirePerCell_um 11.0 \
    power_density_mw_per_mm2 251 \
    drv_cap 0 \
    hold_viol_final 0 \
    comb_power_share_pct 1.9 \
    hold_ws_ns 0.489 \
    path_delay_family "simple AND/OR/NAND/NOR gates" \
    post-route-util_pct 23.6 \
    core_mm2 0.0102 \
    final_layout_size_suffix_gt1_share_pct 8.44 \
    slowest_stage "or4_1" \
    netlist_logic_family_top "simple AND/OR/NAND/NOR gates" \
    cts.hold.buffers_added 0 \
    ys_area_mm2 0.00210 \
    cp_data_arrival_time_ns 2.31 \
    finalClockPeriodUsage_pct 54.0 \
    ys.flop_type "dfrtp_1" \
    drv_slew 0 \
    finalWirelength_um 3970 \
    first_iter_violations 87 \
    unclocked_pins 4 \
    critPathMaxStageDelay_ns 0.69 \
    path_cells "ha_1 -> nand3_2 -> or4_1 -> nor4_1 -> xor2_1" \
    cts_max_level 2 \
    antenna_found_initial 0 \
    cp-start-kind "register" \
    post_cts_buffers 0 \
    cts_max_path_buffers 2 \
    dp_worst_setup_slack_ns 1.80 \
    max-vdd-ir-drop_mv 0.210 \
    fmax_mhz 475 \
    min_from "u_FreqDiv.cnt[0]$_DFF_PN0_" \
    grt-ovfl-total 0 \
    r2r-end "u_FreqDiv.cnt[30]$_DFF_PN0_" \
    p_clk_share_pct 41.7 \
    slew_headroom_pct 43.2 \
    finalCriticalPeriod_ns 2.11 \
    portBuffers 9 \
    cts_tree "done" \
    p_leak_nw 0.973 \
    async_flop_share_pct 100 \
    chipArea_mm2 0.0149 \
    layout_setup_ws_ns 1.79 \
    grt-busiest-layer "met1" \
    synthDistinctLibCells 42 \
    grt_pass1_wl_um 7220 \
    grt_usage_pct 5.60 \
    warning_count 30 \
    dp_hpwl_um 2740 \
    clk_latency_ns 0.28 \
    synthAdderAreaFrac_pct 4.16 \
    gr-usage-met1_pct 8.54 \
    num-fill-cells 1085 \
    crit_type "register to register" \
    syn_area_per_cell_um2 9.65 \
    worst_pin_slew_ns 0.845 \
    drtAntennaViolNets 0 \
    worstRegToRegCells 5 \
    ctsResizeCount 0 \
    cp_num_buf_inv 0 \
    postSynthSeqShare_pct 44.0 \
    die_h_um 122 \
    setup_viol 0 \
    ys_cells 218 \
    power_switching_mw 0.123 \
    vias_per_cell 4.30 \
    ys_sh_aoi_pct 7.91 \
    syn-cell-area_mm2 0.00210 \
    area_delta_synth_final_pct 14.9 \
    syn_inst 218 \
    crit_fanout 8 \
    diodes 0 \
    tns_ns 0 \
    ys_warn_count 3 \
    untimed_endpoints 11 \
]
[flip-flops by register name, indices dropped and copies added (netlist names)]
register,cells
u_FreqDiv.clk_1Hz,1
u_FreqDiv.cnt,32
u_counter.num_out,4
[synthesized netlist by cell type, types with 2 or more instances]
cell type  instances  area, µm²
a21oi_1           12       60.1
and2_2             2       15.0
and3_1             6       37.5
buf_1              2       7.51
clkbuf_1           8       30.0
dfrtp_1           37        926
ha_1               7       87.6
inv_1              8       30.0
mux2i_1            2       20.0
nand2_1           11       41.3
nand2b_1           2       12.5
nand3_1           17       85.1
nand3b_1           3       22.5
nand4_1            6       37.5
nand4b_1           3       26.3
nor2_1            15       56.3
nor2b_1            4       25.0
nor3_1             5       25.0
nor4_1             8       50.1
nor4_2             3       37.5
nor4b_1            3       26.3
o21ai_0           10       50.1
o31ai_1            2       15.0
or4_1              2       15.0
xnor2_1           14        123
xor2_1            10       87.6
[layout by cell type (no fill, tap or decap), types with 7 or more instances in the layout]
cell / n
o21ai_0: 10
nor2_1: 15
xor2_1: 10
nor4_1: 8
xnor2_1: 14
nand3_1: 17
clkdlybuf4s50_1: 8
nand2_1: 11
inv_1: 8
a21oi_1: 12
ha_1: 7
dfrtp_1: 37
[metal layers]
metal	vias up	wire, µm
met2	33	1660
met4	0	6
met5	-	0
met3	2	196
met1	730	2110
li1	789	-
[worst register-to-register path, stage by stage (launching register included)]
cell	delay [ns]
dfrtp_1	0.39
ha_1	0.25
nand3_2	0.15
or4_1	0.69
nor4_1	0.38
xor2_1	0.17
[worst max-delay path by stage]
stage | cells after the start | endpoint | slack (ns) | from
4_1_cts | 5 | u_FreqDiv.cnt[30]$_DFF_PN0_ | 1.79 | u_FreqDiv.cnt[0]$_DFF_PN0_
5_1_grt | 5 | u_FreqDiv.cnt[30]$_DFF_PN0_ | 1.59 | u_FreqDiv.cnt[0]$_DFF_PN0_
6_report | 5 | u_FreqDiv.cnt[30]$_DFF_PN0_ | 1.79 | u_FreqDiv.cnt[0]$_DFF_PN0_
[stage by stage]
stage	power, mW	cell area [µm²]	instances
final	0.608	2420	361
after floorplan	0.351	2100	218
after detailed placement	0.361	2330	354
after CTS	0.617	2420	361
after global routing	0.638	2420	361
after global placement	0.361	2330	354
[final cells by class]
type                    count  area [µm²]  area share (%)
well taps                 136         170            7.04
flip-flops and latches     37         926            38.3
multi-input cells         162        1100            45.7
repair buffers             11         100            4.14
clock buffers               7        86.3            3.57
inverters                   8        30.0            1.24
[power groups by stage]
stage / Clock, mW / Combinational (mW) / Sequential, mW
5_1_grt: 0.282 / 0.0142 / 0.342
6_report: 0.254 / 0.0117 / 0.342
4_1_cts: 0.262 / 0.0127 / 0.342
[kinds of logic after synthesis]
group	after synthesis
AND/OR/NAND/NOR	99
flip-flops	37
AND-OR/OR-AND	29
XOR/XNOR	24
buffers and inverters	19
adder cells (fa/ha/maj)	7
multiplexers	3
No activity file was given, so power comes from the tool's default toggle rates.
