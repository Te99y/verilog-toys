File: /design/flow/config.mk
export PLATFORM = sky130hd
export DESIGN_NAME = clock
export DESIGN_NICKNAME = clock
export VERILOG_FILES = /design/flow/design.v
export SDC_FILE = /design/flow/constraint.sdc
export NUM_CORES = 4
export LEC_CHECK = 1
export CORE_UTILIZATION = 40
File: /design/flow/constraint.sdc
current_design clock

set clk_period 6.5
set clk_io_pct 0.2

create_clock -name clk0 -period $clk_period [get_ports {FPGA_clock}]

set non_clock_inputs [all_inputs -no_clocks]
set_input_delay [expr $clk_period * $clk_io_pct] -clock clk0 $non_clock_inputs
set_output_delay [expr $clk_period * $clk_io_pct] -clock clk0 [all_outputs]
File: /design/flow/design.v
module Freq_divider(clk_50MHz, reset, clk_1Hz);
input  clk_50MHz, reset;
output reg clk_1Hz;
reg [31:0] cnt;
always@( posedge clk_50MHz or negedge reset ) begin
	if(!reset)
	begin 
		cnt <= 32'd0;
		clk_1Hz <= 1'b0;
	end
	else
	begin
		if(cnt == 32'd25000000)
		begin
			cnt <= 32'd0;
			clk_1Hz <= ~clk_1Hz;
		end
		else
		begin
			cnt <= cnt + 32'd1;
		end
	end
end
endmodule
module Seven_displayer( binary_out, hex_out );
input      [3:0] binary_out;
output reg [6:0] hex_out;
always@( * ) begin
	case( binary_out )
		4'b 0000 : hex_out = 7'b1000000;
		4'b 0001 : hex_out = 7'b1111001;
		4'b 0010 : hex_out = 7'b0100100;
		4'b 0011 : hex_out = 7'b0110000;
		4'b 0100 : hex_out = 7'b0011001;
		4'b 0101 : hex_out = 7'b0010010;
		4'b 0110 : hex_out = 7'b0000010;
		4'b 0111 : hex_out = 7'b1011000;
		4'b 1000 : hex_out = 7'b0000000;
		4'b 1001 : hex_out = 7'b0010000;
		4'b 1010 : hex_out = 7'b0001000;
		4'b 1011 : hex_out = 7'b0000011;
		4'b 1100 : hex_out = 7'b1000110;
		4'b 1101 : hex_out = 7'b0100001;
		4'b 1110 : hex_out = 7'b0000110;
		4'b 1111 : hex_out = 7'b0001110;
		default  : hex_out = 7'b1000000;
	endcase
end
endmodule		
module Up_down_counter( clk, up_down, reset, num_out );
input  clk, up_down, reset;
output reg [3:0] num_out;
always@( posedge clk or negedge reset )  begin
	if( !reset )
		num_out <= 4'd0;
	else
		begin
		if( up_down )
			begin
			if( num_out == 4'd15)
				num_out <= 4'd0;
			else
				num_out <= num_out + 4'd1;
			end
		else
			begin
			if( num_out == 4'd0)
				num_out <= 4'd15;
			else 
				num_out <= num_out - 4'd1;
			end
		end
end
endmodule 		
module clock( FPGA_clock, reset, up_down, out );
input  FPGA_clock, reset, up_down;
output [6:0] out;
wire clk_1Hz;
wire [3:0] binary_out;
Freq_divider u_FreqDiv(.clk_50MHz(FPGA_clock), .reset(reset), .clk_1Hz(clk_1Hz));
Up_down_counter u_counter(.clk(clk_1Hz), .up_down(up_down), .reset(reset), .num_out(binary_out));
Seven_displayer u_dispayer(.binary_out(binary_out), .hex_out(out));
endmodule 
File: /design/flow/run.sh
#!/bin/bash
# OpenROAD 26Q1-2900-gdf79404cd8, Yosys 0.63+post, stock flow scripts
make -C /OpenROAD-flow-scripts/flow DESIGN_CONFIG=/design/flow/config.mk WORK_HOME=/design/flow/orfs finish
==> flow_summary.yaml <==
# implementation run metrics
status:
  status: "finished, final reports clean"
clock_network:
  cts_hold_buf: 0
  clk_pin_slew_ns: 0.07
  cts_made_buffers: 5
  clock_path_buffers: 2
  cts_setup_buffers: 0
  clockRootBuffer: "clkbuf_8"
  ctsResizeCount: 0
  cts_tree: "yes"
  insertion_delay_ns: 0.28
  htreeDepth: 2
sta:
  unclocked_pins: 4
  setup_tns_ns: 0
  hold_viol: 0
  fin_crit_sh: 0.351
  setup_viol: 0
  tightest_slew_ns: 0.779
  max_freq_ghz: 0.438
  unconstrained_endpoints: 11
  relSlewSlack: 0.477
  drv_slew: 0
  rsz0062_at_grt: "no"
  fin_skew_ns: 0.00840
  period_needed_ns: 2.28
route:
  viasPerCell: 5.27
  post-route-drc-count: 0
  vias: 1580
  first_pass_iters: 4
  wl_mm: 3.95
  ant_nets: 0
  antenna_cells: 0
  wire_per_inst_um: 13.2
  drtIter0Drc: 117
die:
  ios: 10
  fp.dieH_um: 74.7
  dieArea_um2: 5580
  coreArea_um2: 5110
  die_w_um: 74.7
  fp-utilization: 0.414
  fp-row-count: 26
setup_path:
  ff2ff_setup_slack_ns: 4.22
  cp-start-kind: "flip-flop"
  cp.required_ns: 6.72
  path_class: "reg2reg"
  rr_endpoint: "u_FreqDiv.cnt[24]$_DFF_PN0_"
  end_kind: "flip-flop"
  rr_worst_depth: 5
  worstPathMaxFanout: 8
  timing.rr.start: "u_FreqDiv.cnt[0]$_DFF_PN0_"
  arrival_ns: 2.50
synthesis:
  yosysTopAreaCell: "dfrtp_1"
  synth.avg_cell_area_um2: 9.78
  syn_inst: 216
  ys_top_cells_by_count: "dfrtp_1, xnor2_1, nand3_1, nor2_1"
  synthArstFlopShare: 1.00
  edf_count: 0
  most_common_cell: "dfrtp_1"
  synthesis.area_um2: 2110
  ys.flops: 37
  yosysWarnings: 3
  synth_top_area_share: 0.438
  yosys.stat.seqShare: 0.438
  top_cells_by_area: "dfrtp_1, xnor2_1, ha_1"
  synth_cell_types: 45
  synthFlopType: "dfrtp_1"
  yosys_cells: 216
  ys_chip_area_um2: 2110
finish:
  finalCoreUtilization: 0.471
  n_fill_cell: 494
  area_delta_synth_final_pct: 13.8
  drive_gt1_frac: 0.0957
  fin_cells: 300
power:
  peakVddDrop_mv: 0.141
  powerDensity_nw_per_um2: 170
  leakage_nw: 1.01
global_routing:
  antenna_found_initial: 0
  grt_pass1_vias: 1382
  overflow: 0
  grt_max_degree: 38
  grt_pass1_wl_mm: 6.67
  grtUsageTotal: 0.159
run:
  warnings: 31
  maxCapViolations: 0
hold_path:
  hold_path_end: "u_FreqDiv.cnt[31]$_DFF_PN0_"
  whs_path_depth: 1
  hp-class: "reg2reg"
  min_from: "u_FreqDiv.cnt[31]$_DFF_PN0_"
placed_design:
  place.gp.congestion: 0.827
  place_inst: 292
  dp_hpwl_mm: 2.75
  numPortBuffers: 9
==> cell usage in the layout (no fill, tap or decap), types with 2 or more instances in the layout <==
| master | n |
|---|---|
| a21oi_1 | 11 |
| a31o_2 | 2 |
| and2_1 | 3 |
| and3_1 | 5 |
| buf_4 | 4 |
| clkbuf_8 | 6 |
| clkdlybuf4s50_1 | 8 |
| dfrtp_1 | 37 |
| ha_1 | 9 |
| inv_1 | 12 |
| mux2i_1 | 2 |
| nand2_1 | 9 |
| nand2b_1 | 3 |
| nand3_1 | 15 |
| nand4_1 | 12 |
| nand4b_1 | 2 |
| nor2_1 | 15 |
| nor2b_1 | 2 |
| nor3_1 | 3 |
| nor4_1 | 8 |
| nor4b_1 | 2 |
| o21ai_0 | 7 |
| o221ai_1 | 2 |
| o31ai_1 | 4 |
| xnor2_1 | 20 |
| xor2_1 | 4 |
==> power by group <==
group          internal [W]   total [W]  switching [W]
Sequential         0.000205    0.000205              0
Clock              0.000125    0.000196      0.0000715
Combinational    0.00000183  0.00000716     0.00000533
==> routing by layer <==
| layer | vias up | wire (µm) | global-route usage |
|---|---|---|---|
| met5 | - | 0 | 0 |
| li1 | 808 | - | - |
| met4 | 0 | 32 | 0.0126 |
| met2 | 13 | 1670 | 0.215 |
| met3 | 4 | 111 | 0.0312 |
| met1 | 755 | 2140 | 0.282 |
==> flip-flops by register name, indices dropped and copies added (netlist names) <==
name               cells
u_FreqDiv.cnt         32
u_FreqDiv.clk_1Hz      1
u_counter.num_out      4
==> layout make-up <==
cell class	count	area, µm²	area share
Multi-Input combinational cell	160	1110	0.464
Inverter	12	45.0	0.0187
Clock inverter	1	30.0	0.0125
Timing Repair Buffer	13	115	0.0479
Clock buffer	7	86.3	0.0359
Tap cell	70	87.6	0.0364
Sequential cell	37	926	0.385
==> through the flow <==
stage               total power [W]  instance area, µm²  hold WS (ns)  setup slack [ns]
floorplan                  0.000211                2110         0.447              4.37
global placement           0.000217                2290         0.466              4.28
detailed placement         0.000217                2290         0.467              4.25
CTS                        0.000414                2400         0.479              4.23
global route               0.000427                2400         0.513              4.12
finish                     0.000409                2400         0.474              4.22
==> worst max path at each step <==
stage,from,end,slack (ns),depth (start not counted)
4_1_cts,u_FreqDiv.cnt[0]$_DFF_PN0_,u_FreqDiv.cnt[24]$_DFF_PN0_,4.23,5
5_1_grt,u_FreqDiv.cnt[0]$_DFF_PN0_,u_FreqDiv.cnt[24]$_DFF_PN0_,4.12,5
6_report,u_FreqDiv.cnt[0]$_DFF_PN0_,u_FreqDiv.cnt[24]$_DFF_PN0_,4.22,5
==> worst max-delay path, cell delays in order, from the launching register on <==
cell and delay, ns:
dfrtp_1 0.42, ha_1 0.31, nand4_4 0.16, or4_1 0.67
or4_4 0.53, a21oi_2 0.14
==> kinds of logic after synthesis <==
logic type,share of synthesized area
adders and majority gates,0.0533
muxes,0.0201
and+or+nand+nor,0.248
AOI/OAI and AO/OA,0.107
DFF,0.438
buffers and inverters,0.0343
xor gates and xnor gates,0.0995
No activity file was given, so power comes from the tool's default toggle rates.
